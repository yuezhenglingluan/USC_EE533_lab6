File: flow/design.v
module Basic_ALU(
	input [31:0] A, B,
	output wire [31:0] Out,
	output wire overflow,
	input [3:0] control  
);
    reg [31:0] Negative_B, compare_result;
    always @(*) begin
        case (control)
            4'b0001: {overflow, Out} = A + B;    
            4'b0010: {overflow, Out} = A - B;    
            4'b0011: Out = A & B;                
            4'b0100: Out = A | B;                
            4'b0101: Out = A ~^ B;               
            4'b0110: begin                       
                Negative_B = ~B + 1;
                compare_result = A + Negative_B;
                if (compare_result == 0) Out = 32'd1;            
                else if (compare_result[31] == 1) Out = 32'd2;   
                else if (compare_result[31] == 0) Out = 32'd3;   
            end
            4'b0111: Out = A << 1;               
            4'b1000: Out = A >> 1;               
            default: Out = 0;                    
        endcase
    end
endmodule
File: flow/run.sh
#!/bin/bash
# OpenROAD 26Q1-2900-gdf79404cd8, Yosys 0.63+post, stock flow scripts
make -C /OpenROAD-flow-scripts/flow DESIGN_CONFIG=/design/flow/config.mk WORK_HOME=/design/flow/orfs finish
File: flow/config.mk
export PLATFORM = sky130hd
export DESIGN_NAME = Basic_ALU
export DESIGN_NICKNAME = Basic_ALU
export VERILOG_FILES = /design/flow/design.v
export SDC_FILE = /design/flow/constraint.sdc
export NUM_CORES = 4
export LEC_CHECK = 1
export CORE_UTILIZATION = 40
File: flow/constraint.sdc
current_design Basic_ALU

set clk_period 14.7
set clk_io_pct 0.2

create_clock -name clk0 -period $clk_period

set non_clock_inputs [all_inputs -no_clocks]
set_input_delay [expr $clk_period * $clk_io_pct] -clock clk0 $non_clock_inputs
set_output_delay [expr $clk_period * $clk_io_pct] -clock clk0 [all_outputs]
==> impl_metrics.ini <==
; synthesis and place-and-route metrics
[outcome]
status = finished clean

[detailed_routing]
first_pass_iters = 7
num_antenna_cells = 0
vias = 7405
vias_per_cell = 6.345
wl_per_cell_um = 20.87
drc = 0
drtIter0Drc = 711
wl_um = 24360
antenna_left = 0

[synth]
edf_count = 0
synth-xor-area-share = 0.02911
fa_ha_area_frac = 0.2062
synthFlopType = dlxtn_1
ys_sh_simple = 0.2264
synthAoiAreaFrac = 0.4187
synthArstFlopShare = 0
synth.logic.top_family = AND-OR/OR-AND gates
mux_share = 0.01663
netlist_area_um2 = 6018
ys_ff = 1
synth_cell_type_count = 74
synth_chip_area_um2 = 6018
synth.avg_cell_area_um2 = 6.499
ys_cells = 926
yosysWarnings = 10
synthCells = 926

[timing]
rsz0062_at_grt = false
unclocked_regs = 1
hold_viol = 0
slew_headroom = 0.4000
tightestPinTransition_ns = 0.8951
setup_violations = 0
untimed_endpoints = 2
whs_ns = 6.972
period_needed_ns = 10.72
max_freq_mhz = 93.32
post-route-period-util = 0.7290
fin_tns_setup_ns = 0
drv_slew = 0

[die]
fp_util = 0.4125
core_area_um2 = 14590
dieArea_um2 = 15540
core.rowCount = 44
die_y_um = 124.7
ios = 101
fp.dieW_um = 124.7

[worst_setup_path]
cpPeakStageDelay_ns = 0.61
cp.arrival_ns = 7.78
crit_fanout = 14
slowest_stage = nor4_1
worst-setup-path-type = in -> out
crit_path_end_kind = output pin
crit_path_cell_trace = clkdlybuf4s50_1 > inv_1 > ha_1 > nor2b_1 > a2111oi_2 > nand2_1 > a211o_2 > xnor2_1 > a2111oi_2 > nand4_1 > or4b_1 > nor4_1 > a21oi_1 > clkdlybuf4s50_1
worstPathRequired_ns = 11.76
start_kind = primary input

[clock_tree]
cts_setup_buffers = 0
hold_buffers = 0
cts_resized = 0

[global_route]
antenna_found_initial = 0
grt_overflow = 0
grt_pass1_vias = 6764
track_usage = 0.3143
grt_max_degree = 32
grt_pass1_wl_um = 38850

[placed_design]
gp_congestion = 1.054
dpl-instance-area_um2 = 7156
hpwlAfterDp_um = 18790
placedCellCount = 1167
port_buffers = 101

[final_layout]
drive_gt1_frac = 0.03967
area_growth_pct = 18.90
mostFrequentLayoutCell = clkdlybuf4s50_1
layout.cells.non_filler = 1167
n_fill_cell = 1530
finalInstanceArea_um2 = 7156
largest_reg_flops = 1
mostFrequentLayoutCells = clkdlybuf4s50_1 (101), inv_1 (96), ha_1 (96)

[min_path]
min_path_type = in -> out

[pwr]
vdd_ir_drop_max_mv = 0.01417
p_sw_mw = 0.1656
p_int_mw = 0.1205
seqPwrFrac = 0.003
cellPowerDensity_nw_per_um2 = 39.98
swShare = 0.5788
leakage_nw = 3.053
p_clk_frac = 0
p_comb_frac = 0.997

[run]
warnings = 96
cap_viol_max_count = 0
synth_stat cells, drive strengths merged, types with 8 or more instances:
cell     number  area share
clkbuf       55       0.034
a21o         18       0.022
a21oi        61       0.051
xnor2        18       0.026
nor2         79       0.050
a2111oi       8       0.014
ha           96        0.20
nand3        15       0.012
a31oi        18       0.019
o2111ai      12       0.017
nor4         13       0.014
nand4         9      0.0094
nand2b        8      0.0083
inv          96       0.060
o21bai       10       0.012
a211oi       15       0.019
a22oi        13       0.016
mux2i        10       0.017
o211ai       13       0.016
o31ai        12       0.015
nor3         29       0.025
o21ai        75       0.062
a221oi       20       0.029
nor2b        16       0.017
a222oi        9       0.015
o221ai       17       0.025
nand2        71       0.044
worst max-delay path: cells and delay by family:
kind,cells,cell delay (ns)
AOI/OAI and AO/OA,4,1.40
xor gates and xnor gates,1,0.15
adders and majority gates,1,0.58
buffers and inverters,3,1.08
and+or+nand+nor,5,1.62
power groups by stage:
stage                 clock, mW  sequential, mW  combinational [mW]
after CTS                     0        0.000778               0.280
after global routing          0        0.000840               0.313
final                         0        0.000791               0.285
cells by family after synthesis:
family / after synthesis
compound gates: 360
xor+xnor: 20
fa+ha+maj: 98
buf+inv: 157
latches: 1
mux: 10
simple gates: 280
layout make-up:
type,instances,area (um2),area share
multi-input cells,768,5415,0.7568
repair buffers,117,1131,0.1581
inverters,97,364.1,0.05088
well taps,184,230.2,0.03217
flip-flops and latches,1,15.01,0.002098
final timing paths:
check,start,endpoint,slack [ns],cells past startpoint
hold / removal,A[14],Out[13],6.97,4
setup / recovery,A[6],Out[1],3.98,14
per-layer routing:
metal	global-route usage	share of wire	vias up
met5	0	0	-
li1	-	-	3584
met4	0.03827	0.014	0
met1	0.5157	0.50	3481
met3	0.04378	0.089	23
met2	0.4368	0.40	317
per-stage QoR:
| step | total power, mW | utilization | setup slack (ns) |
|---|---|---|---|
| 2_1_floorplan | 0.1735 | - | 6.054 |
| 3_3_place_gp | 0.2830 | 0.4905 | 4.026 |
| 3_5_place_dp | 0.2792 | 0.4905 | 4.040 |
| 4_1_cts | 0.2812 | 0.4905 | 4.040 |
| 5_1_grt | 0.3141 | 0.4905 | 3.757 |
| 6_report | 0.2861 | 0.4905 | 3.984 |
Power and IR drop assume default switching activity.
