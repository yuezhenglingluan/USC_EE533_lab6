--- config.mk ---
export PLATFORM = sky130hd
export DESIGN_NAME = ALU
export DESIGN_NICKNAME = ALU
export VERILOG_FILES = /design/flow/design.v
export SDC_FILE = /design/flow/constraint.sdc
export NUM_CORES = 4
export LEC_CHECK = 1
export CORE_UTILIZATION = 30
--- constraint.sdc ---
current_design ALU

set clk_period 18.2
set clk_io_pct 0.2

create_clock -name clk0 -period $clk_period

set non_clock_inputs [all_inputs -no_clocks]
set_input_delay [expr $clk_period * $clk_io_pct] -clock clk0 $non_clock_inputs
set_output_delay [expr $clk_period * $clk_io_pct] -clock clk0 [all_outputs]
--- design.v ---
`timescale 1ns / 1ps
module ALU (
    input  [63:0] A,
    input  [63:0] B,
    input  [3:0]  ALU_OP,
    output reg [63:0] ALU_Out,
    output reg Zero_Flag,
    output reg Overflow
);
    always @(*) begin
        case (ALU_OP)
            4'b0000: begin  
                {Overflow, ALU_Out} = A + B;
            end
            4'b0001: begin  
                {Overflow, ALU_Out} = A - B;
            end
            4'b0010: ALU_Out = A & B;               
            4'b0011: ALU_Out = A | B;               
            4'b0100: ALU_Out = A ^~ B;              
            4'b0101: ALU_Out = (A == B) ? 64'b1 : 64'b0;  
            4'b0110: ALU_Out = A << B[5:0];         
            4'b0111: ALU_Out = A >> B[5:0];         
            4'b1000: ALU_Out = substring_match(A, B);  
            4'b1001: ALU_Out = shift_then_compare(A, B);  
            default: ALU_Out = 64'b0;
        endcase
        Zero_Flag = (ALU_Out == 64'b0) ? 1'b1 : 1'b0;
    end
    function [63:0] substring_match;
        input [63:0] A, B;
        integer i;
        begin
            substring_match = 64'b0;
            for (i = 0; i < 64; i = i + 1) begin
                if ((A >> i) & B == B) begin
                    substring_match = 64'b1;
                end
            end
        end
    endfunction
    function [63:0] shift_then_compare;
        input [63:0] A, B;
        integer i;
        begin
            shift_then_compare = 64'b0;
            for (i = 0; i < 64; i = i + 1) begin
                if ((A >> i) == B) begin
                    shift_then_compare = 64'b1;
                end
            end
        end
    endfunction
endmodule
--- run.sh ---
#!/bin/bash
# OpenROAD 26Q1-2900-gdf79404cd8, Yosys 0.63+post, stock flow scripts
make -C /OpenROAD-flow-scripts/flow DESIGN_CONFIG=/design/flow/config.mk WORK_HOME=/design/flow/orfs finish
==> run summary <==
Cell Rows: 141
Die footprint: 152000 um2
Top cell excl fill/tap: xor2_1
Peak VDD IR: 0.0000304 V
Final Slew Violations: 0
Top cell type's share of synthesized area: 0.197
Power Density: 37.4 nW/um2
Crit end category: primary output
First-pass GRT wire length: 475000 um
Post-layout util: 0.326
Vert. Die Dim: 390 um
Post-CTS sizing: 0
Vias per cell: 6.89
Largest register FFs: 1
Synth warn: 1
Final setup TNS: 0 ns
Total core area: 149000 um2
Synth-to-Final Area Change: 7.42%
Die width: 390 um
Switching Share: 0.689
Hold bufs inserted after CTS: 0
Main synth FF type: dlxtn_1
Period utilization: 0.817
Layout cells sized above 1: 0.0955
# setup viols final: 0
Endpoints left unconstrained: 2
Yosys Instances: 6418
Asr flop ratio synth: 0
Final HPWL from detailed placement: 249000 um
Hold Crit Depth: 5
Max-cap violations: 0
# IOs: 198
Vias in the first global route: 52300
Antenna violations before repair: 21
Post-synth regs: 1
Minimum clock period after layout: 14.88 ns
Status: finished, final reports clean
Floorplan utilization: 0.304
Rel. slew slack: 0.00663
OpenROAD warnings: 161
Crit Path Max Fanout: 23
DR vias: 56700
Total GRT Usage: 0.459
Worst EP required: 14.56 ns
Worst stage delay on the critical path: 0.79 ns
Total wire length: 356000 um
Switching power: 1250 uW
Post-route ant nets: 0
Min-Delay Path Class: input port to primary output
Top cells by area: xor2_1 20%, xnor2_1 18%, ha_1 5.4%, nor4_1 5.3%, nand4_1 4.4%
YS chip area: 45100 um2
Worst path slowest cell: nor4_1
Leak Pwr: 0.0173 uW
Fmax: 67.2 MHz
Detailed-route DRC error count: 0
RSZ-0062 raised after global routing: no
Total gr overflow: 0
Cell variety after synth: 102
Synth Instances: 6418
Post-synth EDFFs: 0
Post-synth top area cell: xor2_1
Worst slew pin tran: 1.47 ns
Post-CTS Repair Setup Buffers: 0
Syn avg cell area: 7.03 um2
Worst-path cell chain: clkdlybuf4s50_1 -> buf_4 -> inv_1 -> ha_1 -> nand4_1 -> nor3_1 -> o311ai_1 -> buf_4 -> a21boi_0 -> nor2_1 -> a22oi_1 -> o22ai_1 -> o21ai_0 -> o211ai_1 -> or4bb_1 -> nor4_1 -> and4_1 -> nand4_1 -> nor2_1 -> clkdlybuf4s50_1
WS Path Type: input port to primary output
P_int: 564 uW
Final GP Congestion: 1.15
Critical Path Start Type: input port
WP data arrival: 11.24 ns
Post-synth design cell area: 45100 um2
Hold violation total from the final report: 0
WL/cell: 43.3 um
TritonRoute pass-1 iters: 9
Number of register pins that no clock reaches: 1
IO Port Bufs: 198
Most instantiated logic cells after routing: 1014 x xor2_1, 951 x xnor2_1, 390 x nor2_1, 378 x nor4_1, 372 x buf_4
Fill cell count: 16100
Largest net degree at the start of global routing: 96
Initial DRC Count: 8679
critical path: cells and delay by family:
family | cells | cell delay, ns
AND/OR/NAND/NOR | 8 | 2.96
buffers and inverters | 5 | 1.94
AND-OR/OR-AND | 6 | 1.87
adder cells (fa/ha/maj) | 1 | 0.77
per-layer routing:
metal  share of wire  vias up  global-route usage
met5          0.0020        -              0.0188
met4           0.088       34               0.288
met3            0.14     1741               0.200
met2            0.39     5355               0.632
met1            0.38    27200               0.580
li1                -    22300                   -
path summary, 6_finish.rpt:
kind	slack (ns)	end	from
worst min-delay path	8.58	ALU_Out[29]	B[4]
worst max-delay path	3.32	Zero_Flag	A[14]
logic make-up after synthesis:
group,count (synthesis),share of synthesized area
multiplexers,230,0.0769
buffers and inverters,956,0.0949
AND-OR/OR-AND,1249,0.183
adder cells (fa/ha/maj),196,0.0547
XOR/XNOR,1965,0.382
AND/OR/NAND/NOR,1821,0.209
latches,1,0.000333
synthesized netlist by cell type (78+ instances only):
master / n
nor4_1: 383
nor2_1: 390
a21oi_1: 298
nand3_1: 103
nor3_1: 110
o22ai_1: 120
clkbuf_1: 195
mux2i_1: 113
o21ai_0: 248
inv_1: 206
xnor2_1: 951
buf_1: 144
buf_2: 364
ha_1: 194
nand2_1: 350
a211oi_1: 78
nand4_1: 315
xor2_1: 1014
through the flow:
stage	power (uW)	std cells	hold slack (ns)	area (um2)	setup slack, ns
2_1_floorplan	1020	6418	7.56	45100	6.24
3_3_place_gp	1710	8203	8.55	48400	3.32
3_5_place_dp	1710	8204	8.51	48400	3.37
4_1_cts	1710	8204	8.51	48400	3.35
5_1_grt	1830	8208	8.55	48400	3.14
6_report	1810	8221	8.58	48500	3.32
final cells by class:
| cell class | count | area, um2 | share of cell area |
|---|---|---|---|
| Antenna cell | 17 | 42.5 | 0.000878 |
| Timing Repair Buffer | 529 | 4210 | 0.0869 |
| Sequential cell | 1 | 15.0 | 0.000310 |
| Tap cell | 2002 | 2500 | 0.0517 |
| Inverter | 211 | 796 | 0.0164 |
| Multi-Input combinational cell | 5461 | 40900 | 0.844 |
Power is estimated from default activity; no workload was simulated.
