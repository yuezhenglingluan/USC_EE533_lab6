[design/flow/design.v]
`timescale 1ns / 1ps
module EX_M_Reg
(
    input clk,
    input rst,
    input WRegEn_EX,
    input WMemEn_EX,
    input [63:0] R1_out_EX,
    input [63:0] R2_out_EX,
    input [2:0] WReg1_EX,
    output reg WRegEn_M,
    output reg WMemEn_M,
    output reg [7:0] R1_out_M,
    output reg [63:0] R2_out_M,
    output reg [2:0] WReg1_M
);
    always @(posedge clk) begin
        if (rst) begin
            WRegEn_M <= 0;
            WMemEn_M <= 0;
            R1_out_M <= 8'd0;
            R2_out_M <= 64'd0;
            WReg1_M <= 3'b0;
        end
        else begin
            WRegEn_M <= WRegEn_EX;
            WMemEn_M <= WMemEn_EX;
            R1_out_M <= R1_out_EX[7:0];
            R2_out_M <= R2_out_EX;
            WReg1_M <= WReg1_EX;
        end
    end
endmodule
[design/flow/run.sh]
#!/bin/bash
# OpenROAD 26Q1-2900-gdf79404cd8, Yosys 0.63+post, stock flow scripts
make -C /OpenROAD-flow-scripts/flow DESIGN_CONFIG=/design/flow/config.mk WORK_HOME=/design/flow/orfs finish
[design/flow/config.mk]
export PLATFORM = sky130hd
export DESIGN_NAME = EX_M_Reg
export DESIGN_NICKNAME = EX_M_Reg
export VERILOG_FILES = /design/flow/design.v
export SDC_FILE = /design/flow/constraint.sdc
export NUM_CORES = 4
export LEC_CHECK = 1
export CORE_AREA = 10 10 121 121
export DIE_AREA = 0 0 131 131
[design/flow/constraint.sdc]
current_design EX_M_Reg

set clk_period 1.0
set clk_io_pct 0.2

create_clock -name clk0 -period $clk_period [get_ports {clk}]

set non_clock_inputs [all_inputs -no_clocks]
set_input_delay [expr $clk_period * $clk_io_pct] -clock clk0 $non_clock_inputs
set_output_delay [expr $clk_period * $clk_io_pct] -clock clk0 [all_outputs]
==> results_slide.txt <==
Key Metrics from the Run

Synthesis
  – Syn avg cell area: 12.9 sq um
  – Yosys warning tally: 1
  – Sequential cell area fraction in the yosys report: 73.9%
  – Number of enable flip-flop cells: 0
  – Area leader share: 73.9%
  – Registers, synthesis: about 77
  – Main flop type: dfxtp_1
  – Top area cell types: dfxtp_1 (74%), nor2b_1 (23%), buf_6 (1.6%), buf_2 (0.96%), buf_4 (0.36%)
  – Ys async rst share: 0%
  – Synth Cell Area: 2080 sq um
  – Cell variety after synth: 5
  – Post-synth top area cell: dfxtp_1
  – Mapped Cells: 162
  – Top cells by count: dfxtp_1 (77), nor2b_1 (77), buf_2 (4)
  – YS chip area: 2080 sq um
  – Yosys cell count: 162

Detailed routing
  – Vias/cell: 3.30
  – Routed WL per cell: around 13 um
  – Final wirelength: 6640 um
  – Ant. Diodes: 0
  – Antenna-violating nets left: 0
  – Residual DRC: 0
  – Total vias in the final route: 1634
  – DR iter-0 viols: 14
  – First-pass DRT Iterations: 2

Setup path
  – Worst Setup End Kind: primary output
  – Arr. time, crit path: around 0.76 ns
  – CP Class: reg2out
  – CP max stage cell: dfxtp_2
  – Worst-path cell chain: buf_2
  – Startpoint class of the critical path: flip-flop
  – Crit path max-delay family: flip-flops
  – Buf/Inv on CP: 1
  – Crit-path max FO: 1
  – Slowest Stage Delay on Critical Path: 0.31 ns
  – Worst EP required: around 0.8 ns

Worst hold path
  – Hold Path Class: in2reg
  – Hold path depth: 3
  – Worst hold start: rst
  – Worst Hold End: R2_out_M[35]

Clocking
  – Total clock sinks: roughly 77
  – Hold-fix buffers at CTS: 0
  – CTS tree: built
  – CTS max path bufs: 2
  – H-tree depth: 3
  – Clock-pin slew on the worst setup and hold paths: 0.06 ns
  – Post-CTS setup buffers: 0
  – Total CTS buffers: 9
  – CTS root buffer: clkbuf_16

Global route
  – Total Routing Usage GR: 7.26%
  – Congestion Overflow GR: 0
  – Number of global-route vias before repair: roughly 1700
  – Pin count of the biggest net entering global routing: between 40 and 50
  – Initial antenna violation count: 0
  – First-pass GRT wire length: approximately 9500 um

Floorplan
  – Die Ht: about 130 um
  – Top-Level Pins: 212
  – Core area: 12100 sq um
  – FP Rows: 40
  – Chip area: ~17000 sq um
  – Die X: 131 um
  – Fp_density: 17.3%

Final timing
  – Final Hold Fails: 0
  – Period utilization: 95.6%
  – Slew HR: 87.0%
  – # setup viols final: 0
  – Max Clock Freq: 1.05 GHz
  – Final Slew Violations: 0
  – Min Tclk post-route: ~0.96 ns
  – Worst-Margin Slew: 0.195 ns
  – Worst hold slack: between 0.3 and 0.4 ns
  – RSZ-0062 raised after global routing: yes

Finish
  – Fill count: 1254
  – Layout cells sized above 1: 31.5%
  – Area grow syn2layout: 81.9%
  – Gate Area: between 400 and 500 sq um
  – FF+latch area: between 1500 and 2000 sq um

Power
  – Leakage: 1.67 nW
  – Worst ir drop on vdd: 1.48 mV
  – PwrDens: 2000 nW/um^2
  – Total chip power: 7.60 mW

Outcome
  – Status: completed

Job
  – Tool Warnings: 82
  – Max Cap Viol: 0

Placed design
  – HPWL Detailed: ~5300 um
  – RePlAce Congestion: 0.706
  – Port Buf Inserts: 155
[layout by cell type (no fill, tap or decap)]
cell type,count
dfxtp_1,70
clkinv_2,1
nor2b_1,77
dfxtp_2,7
buf_2,78
bufinv_16,3
clkdlybuf4s50_1,77
clkbuf_8,1
clkbuf_16,9
clkinvlp_4,2
buf_12,2
[worst max-delay path by stage]
| stage | from | to | cells past startpoint |
|---|---|---|---|
| final | R1_out_M[3] | R1_out_M[3] | 1 |
| after global routing | R2_out_M[23] | R2_out_M[23] | 1 |
| after CTS | R2_out_M[23] | R2_out_M[23] | 1 |
[report_power, final]
| part | switching [mW] | internal, mW |
|---|---|---|
| sequential | 0.0327 | 3.24 |
| clock | 1.23 | 2.50 |
| combinational | 0.151 | 0.452 |
| total | 1.41 | 6.19 |
[metrics by stage]
| step | setup WS, ns | cell area [sq um] | std cells | util, % | setup TNS [ns] |
|---|---|---|---|---|---|
| global route | -0.00213 | 3790 | 495 | 31.4 | -0.00213 |
| floorplan | 0.374 | 2080 | 162 | - | 0 |
| detailed placement | 0.000906 | 3820 | 479 | 31.7 | 0 |
| finish | 0.0436 | 3790 | 495 | 31.4 | 0 |
| global placement | 0.000104 | 3820 | 479 | 31.7 | 0 |
| CTS | 0.0107 | 3790 | 495 | 31.4 | 0 |
[registers in the layout, summed over array words and instances, names as in the netlist]
| register | count |
|---|---|
| R1_out_M | 8 |
| R2_out_M | 64 |
| WMemEn_M | 1 |
| WReg1_M | 3 |
| WRegEn_M | 1 |
[worst min-delay path, stage by stage]
cell and delay (ns):
buf_2 0.13, buf_12 0.17, nor2b_1 0.10
[layer usage]
layer	wire [um]	share of wire, %	up-vias	global-route usage [%]
li1	-	-	802	-
met1	2550	38	720	8.04
met2	2840	43	100	11.1
met3	1110	17	12	5.35
met4	144	2.2	0	1.44
met5	0	0	-	0
[repair_timing]
item                       in CTS  in global routing
gates resized                 248                  2
setup endpoints to repair      77                  3
pin swaps                       0                  0
hold endpoints to repair        0                  0
[kinds of logic (layout without fill, tap and decap cells)]
| logic type | count (synthesis) | count (layout) | share of synthesized area (%) |
|---|---|---|---|
| simple gates | 77 | 77 | 23.1 |
| flops | 77 | 77 | 73.9 |
| buf+inv | 8 | 173 | 2.94 |
[cell type report]
class / count / area share, %
clock buffer: 10 / 6.30
clock inverter: 6 / 2.90
multi-input combinational: 77 / 12.7
sequential: 77 / 40.9
tap: 168 / 5.54
timing repair buffer: 157 / 31.7
Power and IR drop assume default switching activity.
